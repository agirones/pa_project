[/design/flow/config.mk]
export PLATFORM = sky130hd
export DESIGN_NAME = areg
export DESIGN_NICKNAME = areg
export VERILOG_FILES = /design/flow/design.v
export SDC_FILE = /design/flow/constraint.sdc
export NUM_CORES = 4
export LEC_CHECK = 1
export CORE_AREA = 10 10 184 184
export DIE_AREA = 0 0 194 194
[/design/flow/constraint.sdc]
current_design areg

set clk_period 1.0
set clk_io_pct 0.2

create_clock -name clk0 -period $clk_period [get_ports {clk}]

set non_clock_inputs [all_inputs -no_clocks]
set_input_delay [expr $clk_period * $clk_io_pct] -clock clk0 $non_clock_inputs
set_output_delay [expr $clk_period * $clk_io_pct] -clock clk0 [all_outputs]
[/design/flow/design.v]
module areg(input clk, en,
            input [31:0] pcFD,
            input [31:0] rd1, rd2,
            input [4:0] rd,
            input [31:0] SignImm_,
            input sendNop,
            input [4:0] ra1,
            input [4:0] ra2,
            output reg [31:0] SrcAE, SrcBE,
            output reg [4:0] WriteRegE,
            output reg [31:0] WriteDataE,
            output reg [31:0] SignImm,
            output reg [31:0] pcDE,
            output reg [4:0] ra1_out,
            output reg [4:0] ra2_out);
always @ (posedge clk)
if(en) begin
    if(sendNop) begin
        SrcAE <= 0;
        SrcBE <= 0;
        WriteRegE <= 0;
        WriteDataE <= 0;
        SignImm <= 0;
        pcDE <= pcFD; 
        ra1_out <= 0;
        ra2_out <= 0;
    end
    else begin
        SrcAE <= rd1;
        SrcBE <= rd2;
        WriteRegE <= rd;
        WriteDataE <= rd2;
        SignImm <= SignImm_;
        pcDE <= pcFD;        
        ra1_out <= ra1;
        ra2_out <= ra2;
    end
end
endmodule
[/design/flow/run.sh]
#!/bin/bash
# OpenROAD 26Q1-2900-gdf79404cd8, Yosys 0.63+post, stock flow scripts
make -C /OpenROAD-flow-scripts/flow DESIGN_CONFIG=/design/flow/config.mk WORK_HOME=/design/flow/orfs finish
==> deck_impl_summary.md <==
Synthesis and Place & Route Summary

Clock network
  • CTS Hold Buffers Added: 0
  • CTS Buf Count: 17
  • Longest Clk Path Bufs: 2
  • CTS sink cnt: 143
  • Clock-pin transition on the worst setup and hold timing paths: 60 ps
  • CTS tree: yes
  • CTS root buf: clkbuf_16
  • H-tree depth: 4

Critical path
  • Crit path max-delay family: flip-flops
  • Critical-path cell list: buf_2
  • Crit-path max FO: 1
  • CP max stage delay: 500 ps
  • Worst Path Required: 800 ps
  • Worst setup EP type: output port
  • Worst EP arrival: 1080 ps
  • Crit path launch type: flop
  • Critical path class: flop to output port
  • Crit path buf inv count: 1
  • CP max-delay cell: edfxtp_1

Floorplanning
  • Die Y: 194 µm
  • Core area: 0.0298 mm²
  • Fp_density: 17.8%
  • Number of placed I/O pins: 321
  • FP Rows: 63
  • Die Wd: 194 µm
  • DIE AREA: 0.0376 mm²

STA
  • RSZ-0062 raised after global routing: yes
  • Final Hold Fails: 0
  • Pins Over Slew Limit: 0
  • Setup violators final: 175
  • Relative slew slack: 83.4%
  • F_max: 783 MHz
  • Worst Tran Pin Value: 249 ps
  • Final worst setup slack: -277 ps
  • Tmin final: 1280 ps
  • Final Cycle Share: 128%

Route
  • ANT cells: 0
  • DRT antenna net count: 0
  • Residual DRC: 0
  • First-pass iteration count of the detailed router: 4
  • Vias post-DR: 3503
  • Initial DRC count: 80
  • DR vias/cell: 3.42
  • Post-DR wirelength/cell: 17.4 µm
  • DRT Wirelength: 17800 µm

Synth
  • Main logic family: simple AND/OR/NAND/NOR gates
  • Top cells, area: edfxtp_1 81%, nor2b_1 13%, buf_4 4.7%, buf_2 1.0%
  • Area share of the largest cell type after synthesis: 81.2%
  • Post-Syn Instances: 298
  • Synthesis area per yosys: 0.00529 mm²
  • Netlist Area Pre-Place: 0.00529 mm²
  • Yosys aoi share: 0%
  • Post-synth seq share: 81.2%
  • Area fraction in xor and xnor cells: 0%
  • Cell Type Count: 4
  • Ys cells: 298
  • FA/HA/MAJ Cells, Area Fraction: 0%
  • Syn avg cell area: 17.8 µm²
  • Mux area share: 0%
  • Synth Area in Simple Gates: 13.1%
  • Synth flops: 143
  • Cell type with the largest total area: edfxtp_1
  • Synth warnings: 1

GRT
  • Total track usage: 9.31%
  • Via count of the first global-routing pass: 3697
  • Largest net degree at the start of global routing: 48
  • GR Overflow Total: 0
  • Initial antenna violation count: 0
  • First-pass GRT wire length: 26000 µm

Layout
  • Design Area, Final: 0.00875 mm²
  • Most frequent logic cell in the layout: buf_2
  • Layout cells sized above 1: 37.3%
  • Dominant logic cell types in the final layout: 172 x buf_2, 143 x edfxtp_1, 143 x clkdlybuf4s50_1
  • Area delta synth->final: 65.4%
  • Finished Core Util: 29.4%

Placement
  • Placed cell areas: 0.00899 mm²
  • Gpl congestion: 0.782
  • Port Buf Inserts: 320
  • Post-DP HPWL: 14100 µm

Power and ir drop
  • PD cells: 1750 mW/mm²
  • Leakage power: 3.36 nW
  • Peak supply drop: 0.000955 V

Outcome
  • Status: finished with violations
  • Failing checks: setup timing

Flow run
  • Number of max-cap violations: 0
  • Tool warnings: 27

Min path
  • Hold Crit Class: input pin to flop
## layer usage
layer  vias up  track usage, %  share of wire, %  routed length, µm
li1       1665               -                 -                  -
met1      1622            12.2                42               7430
met2       211            14.2                45               7960
met3         5            5.01                13               2290
met4         0           0.710              0.64                114
met5         -               0                 0                  0
## power breakdown
part	internal [mW]	switching (mW)	leakage, nW
clock network	3.92	2.58	0.284
logic	1.07	0.490	1.70
registers	7.12	0.137	1.38
## kinds of logic after synthesis
logic type | count (synthesis)
buf+inv | 44
flops | 143
simple gates | 111
## state kept, by name, summed over array words and instances (netlist names)
signal	count
SignImm	32
SrcAE	32
SrcBE	32
WriteRegE	5
pcDE	32
ra1_out	5
ra2_out	5
## worst paths after layout
check,startpoint,end,cells past startpoint
setup / recovery,SignImm[14],SignImm[14],1
hold / removal,en,ra2_out[1],2
## Yosys cell counts
cell,instances
buf_2,11
edfxtp_1,143
nor2b_1,111
buf_4,33
## per-stage QoR
| stage | setup TNS, ps | total power, mW | hold slack (ps) | worst slack [ps] | instances |
|---|---|---|---|---|---|
| after floorplan | 0 | 7.59 | 299 | 204 | 298 |
| after global placement | -2630 | 9.53 | 599 | -193 | 992 |
| after detailed placement | -2670 | 9.53 | 595 | -184 | 992 |
| after CTS | -24380 | 15.7 | 152 | -307 | 1025 |
| after global routing | -28030 | 16.1 | 162 | -330 | 1025 |
| final | -17420 | 15.3 | 177 | -277 | 1025 |
## area by class of cell
class / instances / area, µm²
clock buffer: 17 / 425
clock inverter: 13 / 163
fill: 3038 / 21000
multi-input combinational: 111 / 694
sequential: 143 / 4290
tap: 390 / 488
timing repair buffer: 351 / 2690
## timing repair
item                       in CTS  in global routing
gates resized                 573                  0
setup buffers                   3                  0
setup endpoints to repair     175                175
No activity file was given, so power comes from the tool's default toggle rates.
