==> ./constraint.sdc <==
current_design alureg

set clk_period 1.0
set clk_io_pct 0.2

create_clock -name clk0 -period $clk_period [get_ports {clk}]

set non_clock_inputs [all_inputs -no_clocks]
set_input_delay [expr $clk_period * $clk_io_pct] -clock clk0 $non_clock_inputs
set_output_delay [expr $clk_period * $clk_io_pct] -clock clk0 [all_outputs]
==> ./run.sh <==
#!/bin/bash
# OpenROAD 26Q1-2900-gdf79404cd8, Yosys 0.63+post, stock flow scripts
make -C /OpenROAD-flow-scripts/flow DESIGN_CONFIG=/design/flow/config.mk WORK_HOME=/design/flow/orfs finish
==> ./config.mk <==
export PLATFORM = sky130hd
export DESIGN_NAME = alureg
export DESIGN_NICKNAME = alureg
export VERILOG_FILES = /design/flow/design.v
export SDC_FILE = /design/flow/constraint.sdc
export NUM_CORES = 4
export LEC_CHECK = 1
export CORE_UTILIZATION = 40
==> ./design.v <==
module alureg(input clk, en,
              input [31:0] pcDE,
              input [31:0] aluresult,
              input zero_flag,
              input [31:0] b_alu_result,
              input [31:0] WriteDataE,
              input [4:0] writereg_,
              input sendNop,
              output reg [31:0] aluout,
              output reg zero_flagM,
              output reg [31:0] b_alu_result_,
              output reg [31:0] WriteDataM,
              output reg [4:0] writereg,
              output reg [31:0] pcEM);
always @ (posedge clk)
if(en) begin
    if (sendNop) begin
        aluout <= 0;
        zero_flagM <= 0;
        b_alu_result_ <= b_alu_result;
        WriteDataM <= 0;
        writereg <= 0;
        pcEM <= pcDE; 
    end
    else begin
        aluout <= aluresult;
        zero_flagM <= zero_flag;
        b_alu_result_ <= b_alu_result;
        WriteDataM <= WriteDataE;
        writereg <= writereg_;
        pcEM <= pcDE;        
    end
end
endmodule
==> Changelog: implementation <==
## Flow update

* Status: complete, but fails checks
* Failing checks: negative setup slack
* Hpwl dp at 8321 um
* GR Util met1 at 31.61%
* Antenna viol nets, final at 0
* Largest net degree at the start of global routing at 42
* Worst Path Required at 0.80 ns
* Cells after Synth at 211
* Final WL at 11240 um
* Minimum clock period at 1.258 ns
* # Cells Yosys at 211
* FP Util at 41.30%
* Avg WL per Cell at 17.16 um
* Distinct cells, synth at 3
* First-pass GRT wire length at 16550 um
* Critical-path cell list: buf_2
* Via count at 2885
* F_max at 0.7949 GHz
* Top Ports at 271
* Initial antenna violation count at 0
* Gr ovfl total at 0
* Number of global-route vias before repair at 2991
* MaxCap Viol Count at 0
* WS Path Type: reg -> out
* Fin. Hold Viols at 0
* Synth warnings at 1
* CTS tree: built
* CORE AREA at 0.01089 mm2
* Clock buffer depth at 2
* Gr busiest metal: met2
* Worst path top cell family by delay: flip-flops
* Max stage delay on crit path at 0.42 ns
* M3 GR Usage at 11.47%
* CTS clk-pin slew, worst paths at 0.06 ns
* Critical Path AT at 1.06 ns
* Gp weighted congestion at 0.8418
* Vias per inst at 4.405
* Clock share of power at 41.7%
* DRC at 0
* Synth flops at 134
* CP Launch Type: flip-flop
* Die Height at 108.0 um
* Setup violators final at 134
* Worst hold-check path type: in -> reg
* Syn Area/Cell at 21.31 um2
* Worst Tran Pin Value at 0.2758 ns
* DRT iter0 DRCs at 104
* Sequential fraction of the synthesis area at 89.48%
* RSZ-0062 raised after global routing: true
* Die X at 108.0 um
* Area share, top type at 89.48%
* Share of cells above drive strength 1 at 33.98%
* Power Total at 0.01364 W
* Log Warnings at 28
* IO Port Bufs at 270
* Cell taking the most area after synthesis: edfxtp_1
* Final period util at 125.8%
* Hold Crit Start: en
* GR Util met2 at 31.89%
* CP bufs+invs at 1
* Fin. max-slew vios at 0
* Final setup margin at -0.2580 ns
* Die Size at 0.01167 mm2
* Drt pass-1 iters at 4
* CP endpoint kind: primary output
* Lkg Pwr at 2.834 nW
* Comb pwr share at 8.6%
* Reg power frac at 49.7%
* Antenna diodes at 0
* WHS at 0.1504 ns
* Slew margin rel. at 81.61%
* PwrDens at 1858 mW/mm2
* Net Sw Power at 0.002635 W
* H-tree levels at 4
* Root buf cell: clkbuf_8
* P&R area growth vs syn at 63.24%
* FP Rows at 38
* GRT Overall Usage at 21.37%
* Biggest area cells: edfxtp_1 89%, nor2b_1 9.7%, buf_2 0.78%
* Critical-path top delay cell: edfxtp_1
* CP Launch Point: WriteDataM[7]
* Yosys Chip Area at 0.004497 mm2
* CTS buffer count at 17
* Synthesized cell area at 0.004497 mm2
* Crit-path max FO at 1
* Internal at 0.01100 W
* Total clock sinks at 134
* Net Sw Frac at 19.32%
* IR Drop Worst-Case VDD at 0.9525 mV
==> cell usage after synthesis, drive strengths merged <==
library cell and count:
buf 7, edfxtp 134, nor2b 70
==> area by class of cell <==
type / instances / area (um2)
fill: 806 / 3547
tap: 140 / 175.2
multi-input combinational: 70 / 437.9
clock buffer: 17 / 414.1
timing repair buffer: 280 / 2152
sequential: 134 / 4024
clock inverter: 14 / 137.6
==> cells in the final DEF, fill, tap and decap left out <==
master / count
clkinv_4: 1
dlygate4sd3_1: 1
clkinv_1: 1
clkdlybuf4s50_1: 134
buf_2: 135
buf_4: 6
edfxtp_1: 134
clkinv_2: 4
nor2b_1: 70
buf_12: 4
bufinv_16: 2
clkbuf_16: 16
clkinvlp_4: 6
clkbuf_8: 1
==> worst paths after layout <==
kind,endpoint,slack (ns),cells after the start
max,WriteDataM[7],-0.26,1
min,WriteDataM[20],0.15,2
==> registers in the layout, summed over array words and instances, names as in the netlist <==
name           count
pcEM              32
aluout            32
writereg           5
b_alu_result_     32
WriteDataM        32
zero_flagM         1
==> per-layer routing <==
layer / vias up / part of all wire (%)
li1: 1362 / -
met1: 1341 / 35
met2: 174 / 49
met3: 8 / 15
met4: 0 / 0.93
met5: - / 0
==> logic make-up (layout without fill, tap and decap cells) <==
| family | Yosys count | after routing | share of synthesized area [%] |
|---|---|---|---|
| DFF | 134 | 134 | 89.48 |
| and+or+nand+nor | 70 | 70 | 9.738 |
| buffers and inverters | 7 | 311 | 0.7790 |
==> per-stage QoR <==
stage | utilization [%] | setup WS, ns | instances | instance area, um2 | setup TNS [ns]
after floorplan | - | 0.3387 | 211 | 4497 | 0
after global routing | 67.42 | -0.3051 | 655 | 7341 | -31.89
final | 67.42 | -0.2580 | 655 | 7341 | -23.63
after CTS | 67.42 | -0.2875 | 655 | 7341 | -28.48
after global placement | 68.42 | -0.05304 | 623 | 7450 | -0.2082
after detailed placement | 68.42 | -0.05983 | 623 | 7450 | -0.2609
==> power groups by stage <==
| stage | Sequential (W) | Combinational [W] | Clock [W] |
|---|---|---|---|
| after CTS | 0.00678 | 0.00121 | 0.00583 |
| final | 0.00678 | 0.00118 | 0.00568 |
| after global routing | 0.00682 | 0.00130 | 0.00609 |
==> repair_timing <==
item / in CTS / in global routing
gates resized: 428 / 0
buffers inserted: 0 / 0
hold buffers: 1 / 0
endpoints found under the hold margin: 1 / 0
pin swaps: 0 / 0
setup endpoints to repair: 134 / 134
Power is estimated from default activity; no workload was simulated.
